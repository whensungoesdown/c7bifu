[config.mk]
export PLATFORM = sky130hd
export DESIGN_NAME = c7bifu_iq
export DESIGN_NICKNAME = c7bifu_iq
export VERILOG_FILES = /design/flow/design.v
export SDC_FILE = /design/flow/constraint.sdc
export NUM_CORES = 4
export LEC_CHECK = 1
export CORE_UTILIZATION = 50
[design.v]
module c7bifu_iq (
    input              clk,
    input              resetn,
    input  [31:0]      data_addr,
    input  [63:0]      data,
    input              data_vld,
    input  [31:0]      start_addr,
    input              stall,
    input              flush,
    output             iq_full,
    output [31:0]      inst_addr,
    output [31:0]      inst,
    output             inst_vld
);
parameter DEPTH_BYTES = 128;
parameter DEPTH_WORDS = 4;
parameter WORD_BYTES = 4;
localparam PTR_WIDTH = 2;   
localparam COUNTER_WIDTH = PTR_WIDTH + 1;   
reg [31:0] queue_addr [0:DEPTH_WORDS-1];
reg [31:0] queue_data [0:DEPTH_WORDS-1];
reg [PTR_WIDTH:0] wr_ptr;      
reg [PTR_WIDTH:0] rd_ptr;      
reg [PTR_WIDTH:0] entry_count;
reg skip_first_half;
reg [31:0] expected_addr;
wire wr_en;
wire rd_en;
wire queue_full;
wire queue_empty;
wire [PTR_WIDTH-1:0] wr_ptr_idx;
wire [PTR_WIDTH-1:0] rd_ptr_idx;
always @(posedge clk or negedge resetn) begin
    if (!resetn) begin
        skip_first_half <= 1'b0;
        expected_addr <= 32'b0;
    end else if (flush) begin
        skip_first_half <= start_addr[2];
        expected_addr <= {start_addr[31:3], 3'b000};
    end else if (wr_en && skip_first_half && (data_addr == expected_addr)) begin
        skip_first_half <= 1'b0;
    end
end
wire [PTR_WIDTH:0] free_slots;
assign free_slots = DEPTH_WORDS - entry_count;
assign queue_full = (free_slots < 2);
assign queue_empty = (entry_count == 0);
assign iq_full = queue_full;
assign wr_en = data_vld && !queue_full;
assign rd_en = !stall && !queue_empty && !flush;
always @(posedge clk or negedge resetn) begin
    if (!resetn) begin
        entry_count <= {(PTR_WIDTH+1){1'b0}};
    end else if (flush) begin
        entry_count <= {(PTR_WIDTH+1){1'b0}};
    end else begin
        case ({wr_en, rd_en})
            2'b01:   entry_count <= entry_count - 1'b1;
            2'b10:   begin
                if (skip_first_half && (data_addr == expected_addr)) begin
                    entry_count <= entry_count + 1'b1;
                end else begin
                    entry_count <= entry_count + 2'b10;
                end
            end
            2'b11:   begin
                if (skip_first_half && (data_addr == expected_addr)) begin
                    entry_count <= entry_count;   
                end else begin
                    entry_count <= entry_count + 1'b1;   
                end
            end
            default: entry_count <= entry_count;
        endcase
    end
end
assign wr_ptr_idx = wr_ptr[PTR_WIDTH-1:0];
assign rd_ptr_idx = rd_ptr[PTR_WIDTH-1:0];
always @(posedge clk or negedge resetn) begin
    if (!resetn) begin
        wr_ptr <= {(PTR_WIDTH+1){1'b0}};
        rd_ptr <= {(PTR_WIDTH+1){1'b0}};
    end else if (flush) begin
        wr_ptr <= {(PTR_WIDTH+1){1'b0}};
        rd_ptr <= {(PTR_WIDTH+1){1'b0}};
    end else begin
        if (wr_en) begin
            if (skip_first_half && (data_addr == expected_addr)) begin
                wr_ptr <= wr_ptr + 1'b1;
            end else begin
                wr_ptr <= wr_ptr + 2'b10;   
            end
        end
        if (rd_en) begin
            rd_ptr <= rd_ptr + 1'b1;
        end
    end
end
integer i;
always @(posedge clk or negedge resetn) begin
    if (!resetn) begin
        for (i = 0; i < DEPTH_WORDS; i = i + 1) begin
            queue_addr[i] <= 32'b0;
            queue_data[i] <= 32'b0;
        end
    end else if (flush) begin
        for (i = 0; i < DEPTH_WORDS; i = i + 1) begin
            queue_addr[i] <= 32'b0;
            queue_data[i] <= 32'b0;
        end
    end else if (wr_en) begin
        if (skip_first_half && (data_addr == expected_addr)) begin
            queue_addr[wr_ptr_idx] <= expected_addr + 32'h4;
            queue_data[wr_ptr_idx] <= data[63:32];
        end else begin
            queue_addr[wr_ptr_idx] <= data_addr;
            queue_data[wr_ptr_idx] <= data[31:0];
            if (DEPTH_WORDS == 4) begin
                case (wr_ptr_idx)
                    2'b00: begin
                        queue_addr[2'b01] <= data_addr + 32'h4;
                        queue_data[2'b01] <= data[63:32];
                    end
                    2'b01: begin
                        queue_addr[2'b10] <= data_addr + 32'h4;
                        queue_data[2'b10] <= data[63:32];
                    end
                    2'b10: begin
                        queue_addr[2'b11] <= data_addr + 32'h4;
                        queue_data[2'b11] <= data[63:32];
                    end
                    2'b11: begin
                        queue_addr[2'b00] <= data_addr + 32'h4;
                        queue_data[2'b00] <= data[63:32];
                    end
                endcase
            end else begin
                queue_addr[(wr_ptr_idx + 1) % DEPTH_WORDS] <= data_addr + 32'h4;
                queue_data[(wr_ptr_idx + 1) % DEPTH_WORDS] <= data[63:32];
            end
        end
    end
end
reg [31:0] inst_addr_reg;
reg [31:0] inst_reg;
reg inst_vld_reg;
always @(posedge clk or negedge resetn) begin
    if (!resetn) begin
        inst_addr_reg <= 32'b0;
        inst_reg <= 32'b0;
        inst_vld_reg <= 1'b0;
    end else if (flush) begin
        inst_addr_reg <= 32'b0;
        inst_reg <= 32'b0;
        inst_vld_reg <= 1'b0;
    end else begin
        if (rd_en) begin
            inst_addr_reg <= queue_addr[rd_ptr_idx];
            inst_reg <= queue_data[rd_ptr_idx];
            inst_vld_reg <= 1'b1;
        end else begin
            inst_vld_reg <= 1'b0;
        end
    end
end
assign inst_addr = inst_addr_reg;
assign inst = inst_reg;
assign inst_vld = inst_vld_reg;
endmodule
[constraint.sdc]
current_design c7bifu_iq

set clk_period 10.5
set clk_io_pct 0.2

create_clock -name clk0 -period $clk_period [get_ports {clk}]

set non_clock_inputs [all_inputs -no_clocks]
set_input_delay [expr $clk_period * $clk_io_pct] -clock clk0 $non_clock_inputs
set_output_delay [expr $clk_period * $clk_io_pct] -clock clk0 [all_outputs]
[run.sh]
#!/bin/bash
# OpenROAD 26Q1-2900-gdf79404cd8, Yosys 0.63+post, stock flow scripts
make -C /OpenROAD-flow-scripts/flow DESIGN_CONFIG=/design/flow/config.mk WORK_HOME=/design/flow/orfs finish
==> flow_summary.ini <==
; implementation run metrics
[timing]
finalWorstSetupSlack_ns = 5.107
finalClockPeriodUsage_pct = 51.36
setup_viol = 0
rsz0062_at_grt = false
slew_violations = 0
worst_pin_slew_ns = 0.8677
max_freq_ghz = 0.1854
period_minus_slack_ns = 5.393
hold_viol = 0
tns_ns = 0
fin_skew_ns = 0.02102
slew_headroom_pct = 41.99

[synth]
synth_top_area_share_pct = 46.37
synth-main-ff-cell = dfrtp_1
yosys_warnings = 3
netlist_top_cells_count = dfrtp_1 (358), nand2_1 (230), nor2_1 (202)
yosys.area_share.simple_pct = 13.08
most_common_cell = dfrtp_1
edf_count = 0
syn-instance-count = 1970
area_leaders = dfrtp_1 (46%), mux2i_1 (8.0%), nand2_1 (4.5%)
muxShareOfSynthArea_pct = 9.896
aoi_share_pct = 18.10
synth_flops = 358
ys_types = 62
top_area_cell = dfrtp_1
synth-cells-yosys = 1970
synth_area_um2 = 19320
synth-async-reset-ratio_pct = 100.0
synthAdderAreaFrac_pct = 0.9714
xor_area_share_pct = 6.392
ys_seq_share_pct = 46.37
topCombFamilyByArea = AND-OR/OR-AND gates
avgSynthCellArea_um2 = 9.807
synth_chip_area_um2 = 19320

[layout]
top_regs = queue_addr: 128 flops, queue_data: 128 flops
areaGrowthSynthToFinish_pct = 17.51
final_area_um2 = 22700
final_util_pct = 59.99
layout-drive-gt1-share_pct = 7.799

[clocking]
cts_resized = 0
root_buffer = clkbuf_16
cts_tree = built
cts.clk_slew.worst_paths_ns = 0.06
clockBufferDepth = 3
cts_setup_buffers = 0
hold_buffers = 0
clkLatencyLatePin_ns = 0.57
cts_buffers = 41
cts_sinks = 358
cts_max_level = 2

[global_route]
grt.overflow.total = 0
grt_usage_pct = 31.73
grt_first_pass_wirelength_um = 91470
antenna_found_initial = 5
grt_pass1_vias = 15741
grt_max_degree = 122

[floorplanning]
fp_util_pct = 51.05
die_h_um = 198.6
num_rows = 71
dieArea_um2 = 39430
die_width_um = 198.6
core_area_um2 = 37840
pin_count = 199

[routing]
drt_wl_total_um = 58470
vias_per_cell = 6.038
first_pass_iters = 6
avgRoutedWirePerCell_um = 22.47
drc = 0
vias = 15710
ant_nets = 0
drt_iter0_drc = 1093

[worst_setup_path]
path_common_cell = buf_4
crit_required_ns = 10.95
critPathArrivalTime_ns = 5.85
ff2ff_setup_slack_ns = 6.96
cp_max_fo = 56
end_kind = flop
start_kind = input pin
cp_cell_sequence = clkdlybuf4s50_1 > nor4b_2 > nand4_1 > nor4_4 > a31oi_1 > a21oi_4 > buf_4 > buf_4 > mux2_2
slowest_stage = buf_4
slowest_delay_ns = 0.66
worstSetupPathType = input pin to flop

[place]
dpl_cell_area_um2 = 21400
place_hpwl_um = 34850
io_buffers = 196
routabilityCongestion = 0.9330
post-place-ws_ns = 4.596

[flow_run]
warnings = 38
drv_cap = 0

[power]
power_density_nw_per_um2 = 208.0
power_leakage_uw = 0.009789
peakVddDrop_uv = 138.6
p_total_uw = 4722

[run_status]
status = complete, no violations

[min_path]
hold_path_class = flop to flop
placed cells by master (no fill, tap or decap), drive strengths merged, types with 23 or more instances in the layout:
cell / Yosys / layout
a222oi: 64 / 64
o2bb2ai: 72 / 72
dfrtp: 358 / 358
xor2: 56 / 56
xnor2: 85 / 85
clkbuf: 73 / 60
mux2: 32 / 32
buf: 115 / 43
nor2: 206 / 206
nand3: 25 / 25
clkdlybuf4s50: 0 / 194
nand3b: 23 / 23
a21oi: 98 / 98
a211oi: 50 / 50
o21ai: 128 / 128
nand2: 230 / 230
mux2i: 155 / 155
worst max-delay path, delay by kind of cell:
family	cells	cell delay (ns)
compound gates	2	0.37
buf+inv	3	1.67
simple gates	3	1.27
mux	1	0.40
cell families (layout without fill, tap and decap cells):
logic type,count (synthesis),after routing
buf+inv,208,328
simple gates,566,566
other cells,0,1
flops,358,358
compound gates,495,495
fa+ha+maj,15,15
mux,187,187
xor+xnor,141,141
per-layer routing:
layer | vias to the layer above | GRT usage (%) | share of wire (%)
met5 | - | 0 | 0.082
met4 | 8 | 8.405 | 2.8
met3 | 107 | 6.383 | 6.4
met2 | 519 | 48.68 | 46
met1 | 7823 | 47.99 | 44
li1 | 7253 | - | -
cell type report:
type	count	area, um^2
Fill cell	3199	15140
Multi-Input combinational cell	1404	9442
Sequential cell	358	8959
Timing Repair Buffer	237	2288
Clock buffer	60	1210
Tap cell	511	639.4
Clock inverter	11	86.33
Inverter	20	75.07
Antenna cell	1	2.502
where the power goes:
group          total [uW]  switching [uW]  leakage (uW)  internal, uW
registers            1840             168       0.00478          1670
logic                1480             941       0.00436           537
clock network        1410             585      0.000642           821
total                4720            1690       0.00979          3030
worst paths after layout:
kind	start	endpoint	cells past startpoint
setup / recovery	data_addr[2]	queue_addr[3][2]	9
max in group asynchronous	resetn	expected_addr[21]	3
hold reg to reg	inst_reg[24]	inst_reg[24]	2
min in group asynchronous	resetn	queue_data[0][7]	1
hold / removal	inst_reg[24]	inst_reg[24]	2
setup reg to reg	skip_first_half	queue_addr[3][2]	8
through the flow:
step	hold slack, ns	cells
floorplan	0.4257	1970
global placement	0.4597	2530
detailed placement	0.4648	2530
CTS	0.4816	2601
global route	0.4988	2602
finish	0.4738	2602
Power is estimated from default activity; no workload was simulated.
